==> ./design.v <==
module register_file(
  clk, write,
  src_sel, dest_sel, 
  dest_in,
  src_out, dest_out
);
  localparam W = 32;
  localparam NUM_REG = 16;
  localparam SEL_SIZE = $clog2(NUM_REG);
  input clk, write;
  input [SEL_SIZE-1:0] src_sel, dest_sel;
  input [W-1:0] dest_in;
  output wire [W-1:0] dest_out, src_out;
  reg [W - 1:0] registers[0:NUM_REG - 1];
  assign src_out = registers[src_sel];
  assign dest_out = registers[dest_sel];
  always @ (posedge clk) begin 
    if(write) begin 
      registers[dest_sel] <= dest_in;
    end
  end
endmodule
==> ./run.sh <==
#!/bin/bash
# OpenROAD 26Q1-2900-gdf79404cd8, Yosys 0.63+post, stock flow scripts
make -C /OpenROAD-flow-scripts/flow DESIGN_CONFIG=/design/flow/config.mk WORK_HOME=/design/flow/orfs finish
==> ./config.mk <==
export PLATFORM = sky130hd
export DESIGN_NAME = register_file
export DESIGN_NICKNAME = register_file
export VERILOG_FILES = /design/flow/design.v
export SDC_FILE = /design/flow/constraint.sdc
export NUM_CORES = 4
export LEC_CHECK = 1
export CORE_UTILIZATION = 50
==> ./constraint.sdc <==
current_design register_file

set clk_period 7.2
set clk_io_pct 0.2

create_clock -name clk0 -period $clk_period [get_ports {clk}]

set non_clock_inputs [all_inputs -no_clocks]
set_input_delay [expr $clk_period * $clk_io_pct] -clock clk0 $non_clock_inputs
set_output_delay [expr $clk_period * $clk_io_pct] -clock clk0 [all_outputs]
==> impl_metrics.json <==
{
  "drt-initial-drc-count": 724,
  "fin_crit_sh_pct": 78.6,
  "arrival_ns": 4.22,
  "syn_inst": 1080,
  "cts_made_buffers": 53,
  "warning_count": 25,
  "maxSlewHeadroom_pct": 33.1,
  "whs_endpoint": "registers[9][25]",
  "worstPathCellList": "clkdlybuf4s50_1 -> nor2b_4 -> buf_4 -> a22oi_1 -> nand2_1 -> clkdlybuf4s50_1",
  "cp_slowest_cell": "nor2b_4",
  "root_buffer": "clkbuf_16",
  "drt-total-wl_mm": 57.9,
  "synth.distinct_cells": 17,
  "clk_transition_reported_paths_ns": 0.06,
  "reg_top3": "registers: 512 flops",
  "ys.flops": 512,
  "end_kind": "output port",
  "ys_warn_count": 1,
  "largest-register": "registers",
  "place.gp.congestion": 0.805,
  "vias": 12100,
  "leakagePower_nw": 8.24,
  "power_density_nw_per_um2": 244,
  "worstMarginPinSlew_ns": 1.00,
  "cp_slowest_stage_delay_ns": 0.89,
  "ys_seq_share_pct": 67.0,
  "required_ns": 5.76,
  "firstDrtPassIters": 5,
  "n_fill_cell": 3299,
  "critical_path_peak_fanout": 21,
  "core_um2": 45300,
  "dp_hpwl_mm": 32.0,
  "drive_gt1_share_pct": 31.7,
  "overflow": 0,
  "ant_nets": 0,
  "place_area_um2": 24800,
  "synth_area_per_cell_um2": 21.2,
  "rows": 78,
  "grt_start_max_net_pins": 72,
  "antenna_cells": 0,
  "antenna_found_initial": 1,
  "chipHeight_um": 216,
  "die_w_um": 216,
  "syn_area_um2": 22900,
  "ctsHoldBuffers": 0,
  "path_delay_family": "buffers and inverters",
  "irDropWorstVdd_uv": 215,
  "fin_crit_ns": 5.66,
  "top_area_share_pct": 67.0,
  "grtUsageTotal_pct": 29.3,
  "mostFrequentLayoutCells": "512 x edfxtp_1, 256 x mux4_2, 128 x a22oi_1, 101 x clkdlybuf4s50_1, 65 x nand2_1",
  "fmax_ghz": 0.177,
  "hold_start": "dest_in[25]",
  "synth_chip_area_um2": 22900,
  "clockBufferDepth": 3,
  "cts.sinks": 512,
  "start_kind": "primary input",
  "cp_num_buf_inv": 3,
  "ys_cells": 1080,
  "hold_ws_ns": 1.77,
  "fin_tns_setup_ns": 0,
  "crit_type": "primary input to output port",
  "wire_per_inst_um": 31.7,
  "largest_register_ffs": 512,
  "htree_levels": 2,
  "grt_pass1_vias": 13700,
  "setup_viol_count_final": 0,
  "syn2layout_area_growth_pct": 14.9,
  "io_pins": 106,
  "area_leaders": "edfxtp_1 67%, mux4_2 25%, a22oi_1 4.2%",
  "layout_top_cell": "edfxtp_1",
  "post-route-drc-count": 0,
  "grt_setup_unrepaired": "no",
  "status": "finished clean",
  "dieArea_um2": 46700,
  "cp.depth": 6,
  "hp-class": "primary input to flop",
  "finalMaxSlewViolations": 0,
  "grt_first_pass_wirelength_mm": 86.5,
  "ctsResizeCount": 0,
  "hold_viol": 0,
  "final_area_um2": 26300,
  "via_per_inst": 6.62,
  "post_cts_buffers": 0,
  "cts_tree": "done",
  "drv_cap": 0,
  "core_util_floorplan_pct": 50.6,
  "holdPathStages": 1,
  "cpMostUsedCell": "clkdlybuf4s50_1",
  "port_buffers": 105,
  "largest_area_cell": "edfxtp_1"
}
cells in the mapped netlist:
master and count:
edfxtp_1 512, mux4_2 256, a22oi_1 128, nand2_1 65, clkbuf_1 46, buf_2 23
nor2_1 14, buf_1 9, buf_6 8, nor2b_1 4, nor3_1 4, buf_4 3
and2_1 2, nand2b_1 2, nand3b_1 2, nand3_1 1, or3b_1 1
cell families (layout without fill, tap and decap cells):
family / Yosys count / count (layout) / share of synthesized area (%)
DFF: 512 / 512 / 67.0
muxes: 256 / 256 / 25.1
AOI/OAI and AO/OA: 128 / 128 / 4.19
and+or+nand+nor: 95 / 95 / 1.72
buffers and inverters: 89 / 239 / 1.89
how the worst max path moves through the flow:
| stage | startpoint | endpoint |
|---|---|---|
| 4_1_cts | dest_sel[3] | dest_out[31] |
| 6_report | dest_sel[3] | dest_out[31] |
| 5_1_grt | dest_sel[3] | dest_out[31] |
report_power, final:
part | total, mW | internal, mW | switching, mW | leakage [nW]
clock | 2.48 | 1.38 | 1.10 | 0.764
combinational | 0.575 | 0.288 | 0.287 | 2.85
sequential | 3.37 | 3.34 | 0.0219 | 4.63
final cells by class:
class,instances,area [µm²],share of cell area [%]
multi-input cells,479,7280,27.6
flip-flops and latches,512,15400,58.4
clock buffers,69,1430,5.42
repair buffers,144,1390,5.29
well taps,600,751,2.85
clock inverters,26,116,0.442
through the flow:
stage	setup WS, ns	total power, mW	utilization [%]	cells
2_1_floorplan	2.17	3.74	-	1080
3_3_place_gp	1.62	4.01	54.8	1735
3_5_place_dp	1.60	4.01	54.8	1735
4_1_cts	1.60	6.49	58.2	1830
5_1_grt	1.50	6.64	58.2	1830
6_report	1.54	6.43	58.2	1830
metal layers:
metal	vias up	global-route usage [%]	share of wire [%]
met5	-	1.35	0.13
met1	6159	42.2	33
li1	4995	-	-
met3	105	18.2	15
met4	4	5.94	2.4
met2	843	42.7	50
Power is estimated from default activity; no workload was simulated.
