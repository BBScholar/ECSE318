**design.v**
```verilog
module full_adder( 
  input a, b, c,
  output s, cout
);
  assign s = a ^ b ^ c;
  assign cout = (a&b) | (a&c) | (b&c);
endmodule
module prop_adder2
(
  a, b, s, cin, cout
);
  input [1:0] a, b;
  input cin;
  output [1:0] s;
  output cout;
  wire [2:0] carry;
  assign carry[0] = cin;
  assign cout = carry[2];
  full_adder add1(
    .a(a[0]), .b(b[0]), .c(carry[0]),
    .s(s[0]), .cout(carry[1])
  );
  full_adder add2(
    .a(a[1]), .b(b[1]), .c(carry[1]),
    .s(s[1]), .cout(carry[2])
  );
endmodule
module prop_adder4
(
  a, b, s, cin, cout
);
  input [3:0] a, b;
  input cin;
  output [3:0] s;
  output cout;
  wire carry;
  prop_adder2 add1(
    .a(a[1:0]), .b(b[1:0]), .cin(cin),
    .s(s[1:0]), .cout(carry)
  );
  prop_adder2 add2(
    .a(a[3:2]), .b(b[3:2]), .cin(carry),
    .s(s[3:2]), .cout(cout)
  );
endmodule
module prop_adder8
(
  a, b, s, cin, cout
);
  input [7:0] a, b;
  input cin;
  output [7:0] s;
  output cout;
  wire carry;
  prop_adder4 add1(
    .a(a[3:0]), .b(b[3:0]), .cin(cin),
    .s(s[3:0]), .cout(carry)
  );
  prop_adder4 add2(
    .a(a[7:4]), .b(b[7:4]), .cin(carry),
    .s(s[7:4]), .cout(cout)
  );
endmodule
module prop_adder16
(
  a, b, s, cin, cout
);
  input [15:0] a, b;
  input cin;
  output [15:0] s;
  output cout;
  wire carry;
  prop_adder8 add1(
    .a(a[7:0]), .b(b[7:0]), .cin(cin),
    .s(s[7:0]), .cout(carry)
  );
  prop_adder8 add2(
    .a(a[15:8]), .b(b[15:8]), .cin(carry),
    .s(s[15:8]), .cout(cout)
  );
endmodule
```
**constraint.sdc**
```tcl
current_design prop_adder16

set clk_period 6.3
set clk_io_pct 0.2

create_clock -name clk0 -period $clk_period

set non_clock_inputs [all_inputs -no_clocks]
set_input_delay [expr $clk_period * $clk_io_pct] -clock clk0 $non_clock_inputs
set_output_delay [expr $clk_period * $clk_io_pct] -clock clk0 [all_outputs]
```
**config.mk**
```make
export PLATFORM = sky130hd
export DESIGN_NAME = prop_adder16
export DESIGN_NICKNAME = prop_adder16
export VERILOG_FILES = /design/flow/design.v
export SDC_FILE = /design/flow/constraint.sdc
export NUM_CORES = 4
export LEC_CHECK = 1
export CORE_AREA = 10 10 72 72
export DIE_AREA = 0 0 82 82
```
**run.sh**
```bash
#!/bin/bash
# OpenROAD 26Q1-2900-gdf79404cd8, Yosys 0.63+post, stock flow scripts
make -C /OpenROAD-flow-scripts/flow DESIGN_CONFIG=/design/flow/config.mk WORK_HOME=/design/flow/orfs finish
```
==> run_results.csv <==
group,metric,value,unit
drt,drt-pass1-iter-count,1,
setup_path,worst-setup-path-type,"in2out",
drt,via_per_inst,3.226,
setup_path,start_kind,"primary input",
sta,rsz0062_at_grt,"yes",
sta,hold_violations,0,
sta,worst_pin_slew,129.6,ps
finish,ff_count,0,
pwr,power,80.71,uW
placement,place_congestion,0.9283,
grt,grt_pass1_vias,506,
grt,grt_max_degree,2,
drt,vias,400,
setup_path,arrival,7060,ps
status,status,"finished, violations left",
placement,hpwl,1.639,mm
sta,setup_violations,7,
placement,port-buffer-count,50,
setup_path,end_kind,"primary output",
job,warnings,35,
die,boundaryPins,50,
finish,final_cell_area,942.2,sq um
drt,dr.first_iter.drc_count,0,
sta,min_period_over_period,1.321,
grt,grt_overflow,0,
synthesis,yosysSeqAreaShare,0,
job,cap_viol_max_count,0,
drt,wl,1.653,mm
setup_path,worstPathRequired,5040,ps
sta,tns,-8737,ps
finish,layout-drive-gt1-share,0.4342,
sta,setup_slack,-2022,ps
synthesis,yosysTopAreaCellShare,0.6702,
setup_path,crit_fanout,1,
synthesis,synthesis.area,478.0,sq um
die,fp.dieH,82,microns
sta,maxSlewViolCount,0,
drt,drcViolationCount,0,
synthesis,synth_stat.cells,42,
finish,seqCellArea,0,sq um
die,rows,22,
finish,comb_area,360.3,sq um
finish,final_core_util,0.2554,
synthesis,synth_area_per_cell,11.38,sq um
drt,wire_per_inst,13.33,microns
grt,grt_antenna_before_repair,0,
synthesis,top_cells_by_area,"fa_1 (67%), buf_4 (25%), inv_1 (7.9%)",
drt,antenna_cells,0,
sta,min_period,8322,ps
synthesis,yosys_area,478.0,sq um
finish,synthToLayoutAreaGrowth,97.12,%
clock_tree,hold_buffers,0,
die,fp_util,0.1296,
sta,slew_headroom,0.9133,
synthesis,postSynthCellCount,42,
min_path,min_path_type,"in2out",
drt,drtAntennaViolNets,0,
die,die-width,82,microns
pwr,leakage,0.3612,nW
synthesis,yosysTopAreaCell,"fa_1",
status,violations,"negative setup slack",
grt,grt_pass1_wl,2.408,mm
sta,fmax,120.2,MHz
finish,n_fill_cell,396,
synthesis,synth.distinct_cells,3,
synthesis,yosysWarnings,0,
finish,nClkBuffers,0,
placement,post_dp_cell_area,973.4,sq um
pwr,power.density,85.66,nW/um^2
grt,grt_use_total,0.04701,
die,core_area,3689,sq um
sta,whs,3282,ps
die,die_area,6724,sq um
pwr,peakVddDrop,0.02771,mV
[synth_stat cells, drive strengths merged]
cell,number
inv,10
fa,16
buf,16
[cell families after synthesis]
logic type / share of synthesized area
buffers and inverters: 0.3299
adder cells (fa/ha/maj): 0.6702
[cell usage in the layout (no fill, tap or decap)]
cell	netlist	layout
inv_1	10	4
inv_4	0	1
buf_6	0	2
clkinv_4	0	1
inv_12	0	1
dlygate4sd2_1	0	3
clkdlybuf4s50_1	0	36
buf_2	0	8
buf_8	0	1
inv_2	0	3
fa_2	0	16
[through the flow]
step	setup slack, ps	cells
after floorplan	-1805	42
after detailed placement	-2918	124
after global routing	-2158	124
after global placement	-2896	124
final	-2022	124
after CTS	-2417	124
[critical path: stages]
cell and delay (ps):
buf_8 110, inv_12 40, fa_2 180, inv_2 40
fa_2 340, fa_2 370, fa_2 340, fa_2 340
fa_2 340, fa_2 340, fa_2 340, fa_2 340
fa_2 350, fa_2 350, fa_2 350, fa_2 350
fa_2 340, fa_2 340, inv_2 60, fa_2 410
inv_1 50, buf_2 90
[repair_timing]
| item | in CTS | in global routing |
|---|---|---|
| setup endpoints to repair | 10 | 9 |
| gates resized | 45 | 3 |
| setup buffers | 0 | 0 |
| pin swaps | 16 | 16 |
[power breakdown]
| group | internal (mW) | total, mW | switching (mW) |
|---|---|---|---|
| Sequential | 0 | 0 | 0 |
| Clock | 0 | 0 | 0 |
| Combinational | 0.0555 | 0.0807 | 0.0252 |
[routing by layer]
metal	vias up	share of wire	global-route usage
li1	168	-	-
met1	180	0.31	0.04392
met2	52	0.34	0.06661
met3	0	0.35	0.06167
met4	0	0	0
met5	-	0	0
[path summary, 6_finish.rpt]
check | from | end | slack [ps] | depth (start not counted)
hold / removal | cin | s[0] | 3280 | 5
setup / recovery | a[0] | s[15] | -2020 | 22
[layout make-up]
| type | instances | area share |
|---|---|---|
| inverter | 10 | 0.06109 |
| multi-input combinational | 16 | 0.3825 |
| tap | 48 | 0.06374 |
| timing repair buffer | 50 | 0.4927 |
Power and IR drop assume default switching activity.
